--- flow/design.v ---
module femto(
   input         clk,
   output [31:0] mem_addr,   
   output [31:0] mem_wdata,  
   output  [3:0] mem_wmask,  
   input  [31:0] mem_rdata,  
   output        mem_rstrb,  
   input         mem_rbusy,  
   input         mem_wbusy,  
   input         reset       
);
   parameter RESET_ADDR       = 32'h00000000;
   parameter ADDR_WIDTH       = 24;
 wire [4:0] rdId = instr[11:7];
 (* onehot *)
 wire [7:0] funct3Is = 8'b00000001 << instr[14:12];
 wire [31:0] Uimm = {    instr[31],   instr[30:12], {12{1'b0}}};
 wire [31:0] Iimm = {{21{instr[31]}}, instr[30:20]};
 wire [31:0] Simm = {{21{instr[31]}}, instr[30:25],instr[11:7]};
 wire [31:0] Bimm = {{20{instr[31]}}, instr[7],instr[30:25],instr[11:8],1'b0};
 wire [31:0] Jimm = {{12{instr[31]}}, instr[19:12],instr[20],instr[30:21],1'b0};
   wire isLoad    =  (instr[6:2] == 5'b00000);  
   wire isALUimm  =  (instr[6:2] == 5'b00100);  
   wire isAUIPC   =  (instr[6:2] == 5'b00101);  
   wire isStore   =  (instr[6:2] == 5'b01000);  
   wire isALUreg  =  (instr[6:2] == 5'b01100);  
   wire isLUI     =  (instr[6:2] == 5'b01101);  
   wire isBranch  =  (instr[6:2] == 5'b11000);  
   wire isJALR    =  (instr[6:2] == 5'b11001);  
   wire isJAL     =  (instr[6:2] == 5'b11011);  
   wire isSYSTEM  =  (instr[6:2] == 5'b11100);  
   wire isALU = isALUimm | isALUreg;
   reg [31:0] rs1;
   reg [31:0] rs2;
   reg [31:0] registerFile [31:0];
   always @(posedge clk) begin
     if (writeBack)
       if (rdId != 0)
         registerFile[rdId] <= writeBackData;
   end
   wire [31:0] aluIn1 = rs1;
   wire [31:0] aluIn2 = isALUreg | isBranch ? rs2 : Iimm;
   wire [31:0] aluPlus = aluIn1 + aluIn2;
   wire [32:0] aluMinus = {1'b1, ~aluIn2} + {1'b0,aluIn1} + 33'b1;
   wire        LT  = (aluIn1[31] ^ aluIn2[31]) ? aluIn1[31] : aluMinus[32];
   wire        LTU = aluMinus[32];
   wire        EQ  = (aluMinus[31:0] == 0);
   wire [31:0] shifter_in = funct3Is[1] ?
     {aluIn1[ 0], aluIn1[ 1], aluIn1[ 2], aluIn1[ 3], aluIn1[ 4], aluIn1[ 5],
      aluIn1[ 6], aluIn1[ 7], aluIn1[ 8], aluIn1[ 9], aluIn1[10], aluIn1[11],
      aluIn1[12], aluIn1[13], aluIn1[14], aluIn1[15], aluIn1[16], aluIn1[17],
      aluIn1[18], aluIn1[19], aluIn1[20], aluIn1[21], aluIn1[22], aluIn1[23],
      aluIn1[24], aluIn1[25], aluIn1[26], aluIn1[27], aluIn1[28], aluIn1[29],
      aluIn1[30], aluIn1[31]} : aluIn1;
   wire [31:0] shifter =
               $signed({instr[30] & aluIn1[31], shifter_in}) >>> aluIn2[4:0];
   wire [31:0] leftshift = {
     shifter[ 0], shifter[ 1], shifter[ 2], shifter[ 3], shifter[ 4],
     shifter[ 5], shifter[ 6], shifter[ 7], shifter[ 8], shifter[ 9],
     shifter[10], shifter[11], shifter[12], shifter[13], shifter[14],
     shifter[15], shifter[16], shifter[17], shifter[18], shifter[19],
     shifter[20], shifter[21], shifter[22], shifter[23], shifter[24],
     shifter[25], shifter[26], shifter[27], shifter[28], shifter[29],
     shifter[30], shifter[31]};
   wire [31:0] aluOut =
     (funct3Is[0]  ? instr[30] & instr[5] ? aluMinus[31:0] : aluPlus : 32'b0) |
     (funct3Is[1]  ? leftshift                                       : 32'b0) |
     (funct3Is[2]  ? {31'b0, LT}                                     : 32'b0) |
     (funct3Is[3]  ? {31'b0, LTU}                                    : 32'b0) |
     (funct3Is[4]  ? aluIn1 ^ aluIn2                                 : 32'b0) |
     (funct3Is[5]  ? shifter                                         : 32'b0) |
     (funct3Is[6]  ? aluIn1 | aluIn2                                 : 32'b0) |
     (funct3Is[7]  ? aluIn1 & aluIn2                                 : 32'b0) ;
   wire predicate =
        funct3Is[0] &  EQ  |  
        funct3Is[1] & !EQ  |  
        funct3Is[4] &  LT  |  
        funct3Is[5] & !LT  |  
        funct3Is[6] &  LTU |  
        funct3Is[7] & !LTU ;  
   reg  [ADDR_WIDTH-1:0] PC;  
   reg  [31:2] instr;         
   wire [ADDR_WIDTH-1:0] PCplus4 = PC + 4;
   wire [ADDR_WIDTH-1:0] PCplusImm = PC + ( instr[3] ? Jimm[ADDR_WIDTH-1:0] :
                                            instr[4] ? Uimm[ADDR_WIDTH-1:0] :
                                                       Bimm[ADDR_WIDTH-1:0] );
   wire [ADDR_WIDTH-1:0] loadstore_addr = rs1[ADDR_WIDTH-1:0] +
                   (instr[5] ? Simm[ADDR_WIDTH-1:0] : Iimm[ADDR_WIDTH-1:0]);
   wire [ADDR_WIDTH-1:0] PC_new =
      isJALR          ? {aluPlus[ADDR_WIDTH-1:1],1'b0} :
      jumpToPCplusImm ? PCplusImm                      :
                        PCplus4;
   assign mem_addr = state[WAIT_INSTR_bit] | state[FETCH_INSTR_bit] ? PC     :
                     state[EXECUTE_bit] & ~isLoad & ~isStore        ? PC_new :
                                                              loadstore_addr ;
   wire [31:0] writeBackData  =
      (isSYSTEM            ? cycles     : 32'b0) |   
      (isLUI               ? Uimm       : 32'b0) |   
      (isALU               ? aluOut     : 32'b0) |   
      (isAUIPC             ? PCplusImm  : 32'b0) |   
      (isJALR   | isJAL    ? PCplus4    : 32'b0) |   
      (isLoad              ? LOAD_data  : 32'b0) ;   
   wire mem_byteAccess     = instr[13:12] == 2'b00;  
   wire mem_halfwordAccess = instr[13:12] == 2'b01;  
   wire LOAD_sign =
	!instr[14] & (mem_byteAccess ? LOAD_byte[7] : LOAD_halfword[15]);
   wire [31:0] LOAD_data =
         mem_byteAccess ? {{24{LOAD_sign}},     LOAD_byte} :
     mem_halfwordAccess ? {{16{LOAD_sign}}, LOAD_halfword} :
                          mem_rdata ;
   wire [15:0] LOAD_halfword =
	       loadstore_addr[1] ? mem_rdata[31:16] : mem_rdata[15:0];
   wire  [7:0] LOAD_byte =
	       loadstore_addr[0] ? LOAD_halfword[15:8] : LOAD_halfword[7:0];
   assign mem_wdata[ 7: 0] = rs2[7:0];
   assign mem_wdata[15: 8] = loadstore_addr[0] ? rs2[7:0]  : rs2[15: 8];
   assign mem_wdata[23:16] = loadstore_addr[1] ? rs2[7:0]  : rs2[23:16];
   assign mem_wdata[31:24] = loadstore_addr[0] ? rs2[7:0]  :
			     loadstore_addr[1] ? rs2[15:8] : rs2[31:24];
   wire [3:0] STORE_wmask =
	      mem_byteAccess      ?
	            (loadstore_addr[1] ?
		          (loadstore_addr[0] ? 4'b1000 : 4'b0100) :
		          (loadstore_addr[0] ? 4'b0010 : 4'b0001)
                    ) :
	      mem_halfwordAccess ?
	            (loadstore_addr[1] ? 4'b1100 : 4'b0011) :
              4'b1111;
   localparam FETCH_INSTR_bit     = 0;
   localparam WAIT_INSTR_bit      = 1;
   localparam EXECUTE_bit         = 2;
   localparam WAIT_ALU_OR_MEM_bit = 3;
   localparam NB_STATES           = 4;
   localparam FETCH_INSTR     = 1 << FETCH_INSTR_bit;
   localparam WAIT_INSTR      = 1 << WAIT_INSTR_bit;
   localparam EXECUTE         = 1 << EXECUTE_bit;
   localparam WAIT_ALU_OR_MEM = 1 << WAIT_ALU_OR_MEM_bit;
   (* onehot *)
   reg [NB_STATES-1:0] state;
   wire writeBack = ~(isBranch | isStore ) &
                    (state[EXECUTE_bit] | state[WAIT_ALU_OR_MEM_bit]);
   assign mem_rstrb = state[EXECUTE_bit] & ~isStore | state[FETCH_INSTR_bit];
   assign mem_wmask = {4{state[EXECUTE_bit] & isStore}} & STORE_wmask;
   wire jumpToPCplusImm = isJAL | (isBranch & predicate);
   wire needToWait = isLoad | isStore ;
   always @(posedge clk) begin
      if(!reset) begin
         state      <= WAIT_ALU_OR_MEM;  
         PC         <= RESET_ADDR[ADDR_WIDTH-1:0];
      end else
      (* parallel_case *)
      case(1'b1)
        state[WAIT_INSTR_bit]: begin
           if(!mem_rbusy) begin  
              rs1 <= registerFile[mem_rdata[19:15]];
              rs2 <= registerFile[mem_rdata[24:20]];
              instr <= mem_rdata[31:2];  
              state <= EXECUTE;          
           end
        end
        state[EXECUTE_bit]: begin
           PC <= PC_new;
           state <= needToWait ? WAIT_ALU_OR_MEM : WAIT_INSTR;
        end
        state[WAIT_ALU_OR_MEM_bit]: begin
           if(!mem_rbusy & !mem_wbusy) state <= FETCH_INSTR;
        end
        default: begin  
          state <= WAIT_INSTR;
        end
      endcase
   end
   reg [31:0]  cycles;
   always @(posedge clk) cycles <= cycles + 1;
endmodule
--- flow/run.sh ---
#!/bin/bash
# OpenROAD 26Q1-2900-gdf79404cd8, Yosys 0.63+post, stock flow scripts
make -C /OpenROAD-flow-scripts/flow DESIGN_CONFIG=/design/flow/config.mk WORK_HOME=/design/flow/orfs finish
--- flow/config.mk ---
export PLATFORM = sky130hd
export DESIGN_NAME = femto
export DESIGN_NICKNAME = femto
export VERILOG_FILES = /design/flow/design.v
export SDC_FILE = /design/flow/constraint.sdc
export NUM_CORES = 4
export LEC_CHECK = 1
export CORE_UTILIZATION = 40
--- flow/constraint.sdc ---
current_design femto

set clk_period 20.6
set clk_io_pct 0.2

create_clock -name clk0 -period $clk_period [get_ports {clk}]

set non_clock_inputs [all_inputs -no_clocks]
set_input_delay [expr $clk_period * $clk_io_pct] -clock clk0 $non_clock_inputs
set_output_delay [expr $clk_period * $clk_io_pct] -clock clk0 [all_outputs]
==> deck_impl_summary.md <==
Key Metrics from the Run

Power and ir drop
  • Net Switching: about 1.3 mW
  • Maximum vdd drop: between 70 and 80 uV
  • Clock power share: between 40% and 50%
  • Internal power: about 4.1 mW
  • Sequential Power Share: 48.7%
  • Power Dens Cells: between 70 and 80 mW/mm2
  • Sw Share: approximately a quarter
  • Leakage power: ~26 nW
  • Power share of the combinational group: 9.1%
  • Total power: 5.385 mW

Yosys
  • Main flop type: edfxtp_1
  • Flops out of synthesis: between 1000 and 1500
  • Unique cell types: roughly 96
  • Post-synthesis area per instance: 14.95 um2
  • Max-area cell share: 51.07%
  • Synth Seq Share: approximately 53%
  • Mapped cell area: 0.06573 mm2
  • Ys async rst share: 0%
  • Yosys Chip Area: 0.06573 mm2
  • Post-synth EDFFs: between 1000 and 1500
  • Largest cells by area after synthesis: edfxtp_1 51%, mux4_2 22%, ha_1 2.6%
  • Ys Warns: 1
  • Post-Syn Instances: roughly 4400
  • Post-synth top area cell: edfxtp_1
  • Ys cells: between 4000 and 5000

Drt
  • DR top layer: met5
  • DR pass1 iterations: 6
  • Initial DRC Count: between 3000 and 4000
  • Routed wl met2: about 110 mm
  • Routed Antenna Nets: 0
  • Detailed-route vias per instance: ~6.4
  • Routed wl met3: about 35 mm
  • DRC viols: 0
  • WL met1: roughly 85 mm
  • Via count: 43420
  • WL final: 246.7 mm
  • Drt wl/cell: ~36 um

Critical path
  • CP most frequent cell: buf_4
  • Crit path kind: flop to output pin
  • CP max stage delay: 0.72 ns
  • WP data required: about 16 ns
  • R2R cell count: 22
  • Nature of the critical path startpoint: flop
  • Slowest stage cell, crit path: nor4_1
  • CP Max Fanout: 38
  • R2R Path Start: instr[3]$_DFFE_PP_
  • Flop2flop setup slack: between 10 and 15 ns
  • RR Endpoint: PC[8]$_SDFFE_PN0P_
  • Critical Path End Type: output pin
  • Critical-path cell list: or3b_4, nor2_4, buf_4, a21oi_2, buf_4, inv_1, ha_1, nor4_1, a211oi_1, a221o_1, a21oi_2, a21boi_0, xor2_1, nor4_1, nand4_1, nor4_1, buf_4, mux2_2, a211oi_4, buf_4, mux2_2, a221oi_2, clkdlybuf4s50_1
  • Arrival time at the worst endpoint: roughly 9.6 ns

STA
  • Max Slew Vio Count: 0
  • Final hold vios: 0
  • Clk_skew: between 0.15 and 0.2 ns
  • Tightest Pin Transition: 1.019 ns
  • Fin crit share: between 60% and 70%
  • RSZ-0062 raised after global routing: false
  • Final critical-path required period: roughly 14 ns
  • Setup TNS: 0 ns
  • Max Fclk: 73.15 MHz
  • Rel. slew slack: between 30% and 40%
  • Count of final setup violators: 0

Run
  • Max-Cap Viols: 0
  • Tool warnings: slightly above 80

Layout
  • FF/Latch Area: between 0.03 and 0.04 mm2
  • Top cells excl fill/tap: 1118 x edfxtp_1, 647 x mux4_2, 244 x nor2_1
  • Layout cell share with drive strength beyond 1: ~27%
  • Dominant logic cell type in the layout: edfxtp_1
  • P&R area growth vs syn: 13.26%
  • Fillers: 14070
  • Logic cell area: a little under 0.03 mm2

Global route
  • Tot GR Track Use: between 30% and 40%
  • Vias in the first global route: roughly 46000
  • Largest net degree at the start of global routing: approximately 74
  • Grt ovf: 0
  • First-pass GRT wire length: 348.3 mm
  • Initial antenna violation count: 5

Clock tree
  • CTS root buffer: clkbuf_16
  • Cts bufs inserted: roughly 130
  • H-tree depth: 4
  • Clock transition at path regs: around 0.060 ns
  • CTS Sinks: between 1000 and 1500
  • CTS Hold Bufs: 0
  • Post-CTS Resized: 0
  • Worst-Skew Late Latency: 0.79 ns
  • Postcts setup bufs: 0
  • CTS tree: yes
  • Clock Tree Buf Depth: 3

Die
  • Fp util: between 40 and 50%
  • Die X: 407.4 um
  • Num rows: approximately 150
  • Chip area: between 0.15 and 0.2 mm2
  • Core area: between 0.15 and 0.2 mm2
  • I/O Pins: ~110
  • Die y size: a little over 400 um

Hold path
  • Hold/Removal Path Class: flop to flop
  • Min-Delay Path Depth: 1
  • Hold Path Sink: cycles[31]$_DFF_P_
  • Hold path startpoint: cycles[31]$_DFF_P_

Status
  • Status: complete, no violations

Placement
  • I/O Buffers: between 90 and 100
  • Placer Congestion: ~1.1
  • DP HPWL: 169.5 mm
-- layout make-up --
cell class	instances	share of cell area [%]
flip-flops and latches	1178	46.70
multi-input cells	2803	39.86
clock buffers	168	4.670
well taps	2175	3.655
repair buffers	317	3.583
clock inverters	68	0.8907
inverters	123	0.6201
diodes	4	0.01344
-- worst max-delay path: cells and delay by family, from the launching register on --
kind | cells | cell delay (ns)
AND-OR/OR-AND | 7 | 2.09
XOR/XNOR | 1 | 0.19
adder cells (fa/ha/maj) | 1 | 0.36
buffers and inverters | 6 | 2.09
flip-flops | 1 | 0.66
multiplexers | 2 | 0.78
AND/OR/NAND/NOR | 6 | 2.53
-- through the flow --
stage / cells / area, um2 / hold slack (ns) / util, % / worst slack [ns]
2_1_floorplan: 4436 / 65880 / 0.4063 / - / 10.32
3_3_place_gp: 6596 / 70300 / 0.4525 / 43.14 / 8.123
3_5_place_dp: 6596 / 70300 / 0.4484 / 43.14 / 7.990
4_1_cts: 6832 / 74440 / 0.4642 / 45.68 / 7.121
5_1_grt: 6834 / 74450 / 0.4784 / 45.69 / 6.723
6_report: 6836 / 74450 / 0.4743 / 45.69 / 6.929
-- registers in the layout, summed over array words and instances (netlist names) --
name	cells
registerFile	1024
cycles	32
rs1	32
state	4
PC	24
instr	30
rs2	32
-- worst max path at each step --
stage / from / cells past startpoint / endpoint / slack, ns
CTS: instr[3]$_DFFE_PP_ / 23 / mem_addr[11] / 7.12
global route: instr[3]$_DFFE_PP_ / 23 / mem_addr[11] / 6.72
finish: instr[3]$_DFFE_PP_ / 23 / mem_addr[11] / 6.93
-- cell families after synthesis --
| logic type | after synthesis | synth area share [%] |
|---|---|---|
| compound gates | 771 | 7.968 |
| mux | 889 | 26.08 |
| fa+ha+maj | 139 | 2.680 |
| buf+inv | 455 | 2.726 |
| xor+xnor | 140 | 1.865 |
| other cells | 1 | 0.005705 |
| simple gates | 824 | 5.777 |
| flops | 1178 | 52.90 |
-- Yosys cell counts, drive strengths merged, types with 17 or more instances --
library cell / instances
nand2: 227
nor2b: 17
o221ai: 17
dfxtp: 60
mux2i: 126
a31oi: 31
o211ai: 29
nand4: 20
inv: 118
or2: 18
buf: 92
xnor2: 104
edfxtp: 1118
a21oi: 179
a211oi: 41
nand3: 68
xor2: 36
nor2: 275
clkbuf: 240
or3: 17
o31ai: 22
mux2: 116
and3: 25
mux4: 647
nand2b: 33
a22oi: 27
ha: 136
o21ai: 152
nor3: 60
o22ai: 20
a21o: 71
and2: 22
-- power by group through the flow --
stage / clock [mW] / sequential (mW) / combinational (mW)
6_report: 2.27 / 2.62 / 0.492
5_1_grt: 2.39 / 2.62 / 0.520
4_1_cts: 2.32 / 2.62 / 0.491
-- metal layers --
layer	up-vias	global-route usage, %
met5	-	0.05747
li1	18200	-
met3	472	18.68
met1	21830	41.62
met2	2917	47.15
met4	4	12.53
Power and IR drop assume default switching activity.
